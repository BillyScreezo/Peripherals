==> flow/config.mk <==
export PLATFORM = sky130hd
export DESIGN_NAME = syncfifo
export DESIGN_NICKNAME = syncfifo
export VERILOG_FILES = /design/flow/design.v
export SDC_FILE = /design/flow/constraint.sdc
export NUM_CORES = 4
export LEC_CHECK = 1
export CORE_UTILIZATION = 30
==> flow/constraint.sdc <==
current_design syncfifo

set clk_period 4.7
set clk_io_pct 0.2

create_clock -name clk0 -period $clk_period [get_ports {clk}]

set non_clock_inputs [all_inputs -no_clocks]
set_input_delay [expr $clk_period * $clk_io_pct] -clock clk0 $non_clock_inputs
set_output_delay [expr $clk_period * $clk_io_pct] -clock clk0 [all_outputs]
==> flow/design.v <==
interface spi_if #(DWIDTH = 4) ();
	logic cs_n;
	logic sclk;
	logic [DWIDTH-1:0] dq_i;
	logic [DWIDTH-1:0] dq_o;
	logic [DWIDTH-1:0] dq_oen;
	modport master 
	(
		output cs_n,
		output sclk,
		input  dq_i,
		output dq_o,
		output dq_oen
	);
	modport slave
	(
		input  cs_n,
		input  sclk,
		output dq_i,
		input  dq_o,
		input  dq_oen
	);
endinterface
module syncfifo 
    #(
        parameter DATA_WIDTH = 32,
        parameter FIFO_DEPTH = 8,
        parameter FWFT_READ = 0		 
    )(
        input clk,
        input rst_n,
        input wr_en,
        input [DATA_WIDTH-1:0] din,
        output logic full = 1'b1,
        input rd_en,
        output logic [DATA_WIDTH-1:0] dout = {DATA_WIDTH{1'b0}},
        output logic empty = 1'b1
    );
	localparam ADDR_WIDTH = $clog2(FIFO_DEPTH);
	logic [ADDR_WIDTH:0] wptr = 0;
	wire [ADDR_WIDTH:0] wptr_next = wptr + (wr_en & ~full);
	logic [ADDR_WIDTH:0] rptr = 0;
	wire [ADDR_WIDTH:0] rptr_next = rptr + (rd_en & ~empty);
	always_ff @(posedge clk) begin : fifo_flag_op
		if (!rst_n) begin
			wptr <= {(ADDR_WIDTH+1){1'b0}};
			rptr <= {(ADDR_WIDTH+1){1'b0}};
			full <= 1'b1;
			empty <= 1'b1;
		end else begin
			wptr <= wptr_next;
			rptr <= rptr_next;
			full <= (wptr_next == {~rptr_next[ADDR_WIDTH], rptr_next[ADDR_WIDTH-1:0]});
			if (FWFT_READ == 0) begin
				empty <= (rptr_next == wptr_next);
			end else begin
				empty <= (rptr_next == wptr);
			end
		end
	end : fifo_flag_op
	logic [DATA_WIDTH-1:0] fifo_mem [0:FIFO_DEPTH-1];
	wire [ADDR_WIDTH-1:0] waddr, raddr;
	assign waddr = wptr[ADDR_WIDTH-1:0];
	assign raddr = (FWFT_READ == 0) ?
		rptr[ADDR_WIDTH-1:0] :
		rptr_next[ADDR_WIDTH-1:0];
	always_ff @(posedge clk) begin : fifo_wr_op
		if (wr_en & ~full)
			fifo_mem[waddr] <= din;
	    else
	        fifo_mem[waddr] <= fifo_mem[waddr];
    end : fifo_wr_op
    always_ff @(posedge clk) begin : fifo_rd_op
		if (!rst_n)
			dout <= {DATA_WIDTH{1'b0}};
		else if (FWFT_READ == 0) begin
			if (rd_en & ~empty)
				dout <= fifo_mem[raddr];
		end else begin
			dout <= fifo_mem[raddr];
		end
	end : fifo_rd_op
endmodule
==> flow/run.sh <==
#!/bin/bash
# OpenROAD 26Q1-2900-gdf79404cd8, Yosys 0.63+post, stock flow scripts
make -C /OpenROAD-flow-scripts/flow DESIGN_CONFIG=/design/flow/config.mk WORK_HOME=/design/flow/orfs finish
==> summary.txt <==
Tcrit/Tclk final: 60.0%
Die Area: 38500 µm²
core area: 36900 µm²
# Cells Yosys: 547
chip area in the Yosys report: 11300 µm²
largest net degree at the start of global routing: 65
port bufs: 69
vias in the first global route: 5495
post-CTS resize count: 0
CTS tree: done
status: complete, no violations
mean post-synth cell area: 20.7 µm²
Root Driver: clkbuf_16
share of layout cells above drive strength 1: 11.7%
critical path data arrival time: 3.08 ns
I/O pin total: 70
mapped cell area: 11300 µm²
WS Path Type: primary input to flop
Worst-Skew Late Latency: 0.55 ns
# rows: 70
Area growth, synth to finish: 19.6%
Die Height: 196 µm
Top cells excl fill/tap: edfxtp_1, clkdlybuf4s50_1, mux4_1
Clock Skew: 0.0159 ns
DP HPWL: 12500 µm
final hold vios: 0
tool warnings: 25
post-CTS setup buffers: 0
Setup TNS: 0 ns
WL per Instance: 18.3 µm
clock slew at reported path FFs: 0.06 ns
CTS Buffer Depth: 3
vias: 5229
startpoint types: primary input
RD Place Congestion: 0.749
crit end category: flop
min cycle time layout: 2.82 ns
WHS: 0.542 ns
final core utilization: 36.7%
reg2reg start: rptr[0]
power density cells: 419 nW/µm²
Slew Viols, Final: 0
final setup violation count: 0
Final Power: 5670 µW
Worst slew margin: 38.6%
Max-Cap Viols: 0
slowest cell delay on critical path: 0.77 ns
crit-path cells: clkdlybuf4s50_1 > nor2b_1 > nand2_1 > nor2_4 > buf_4
worst slew pin tran: 0.918 ns
crit path to: fifo_mem[7][25]
Antenna diodes: 0
Synthesized registers: 298
CP max stage cell: nor2_4
total track usage: 11.9%
RSZ-0062 raised after global routing: false
Lkg Pwr: 0.00427 µW
Hold Path Class: flop to flop
Post-synth seq share: 75.4%
Critical R2R Capture: dout[27]
Post-Synthesis Cells: 547
Final WS setup: 1.88 ns
Max FO, Critical Path: 26
worst endpoint required time: 4.96 ns
FP Core Util: 30.7%
initial antenna violation count: 0
VDD IR max: 0.000292 V
worst slack, placed: 1.31 ns
Detailed Route Iter0 Violations: 173
grt total ovfl: 0
R2R depth: 4
post-route antenna net violation count: 0
DIE WIDTH: 196 µm
reg2reg setup slack: 2.39 ns
vias per cell: 4.51
fmax: 355 MHz
First-pass DRT Iterations: 4
Synth cell types: 26
Ys Warns: 1
Num CTS Buffers: 31
CP Launch Point: wr_en
# DRC: 0
hold_sp: dout[23]
first-pass GRT wire length: 32300 µm
H-tree depth: 1
CTS Hold Buffers Added: 0
clk sinks: 298
Commonest Layout Cell: edfxtp_1
final wirelength: 21200 µm
-- cell type report --
| type | count | area [µm²] |
|---|---|---|
| clock inverters | 19 | 151 |
| fillers | 3331 | 23300 |
| clock buffers | 39 | 806 |
| repair buffers | 83 | 791 |
| flip-flops and latches | 298 | 8530 |
| multi-input cells | 217 | 2630 |
| well taps | 504 | 631 |
-- cell families after synthesis --
| kind of cell | after synthesis | share of synthesized area, % |
|---|---|---|
| DFF | 298 | 75.4 |
| muxes | 96 | 16.5 |
| AOI/OAI and AO/OA | 80 | 3.69 |
| buffers and inverters | 32 | 2.00 |
| and+or+nand+nor | 28 | 1.33 |
| xor gates and xnor gates | 9 | 0.697 |
| adders and majority gates | 4 | 0.442 |
-- cell usage after synthesis, drive strengths merged --
library cell	n	share of area [%]
nor2	6	0.20
dfxtp	42	7.4
edfxtp	256	68
buf	18	1.5
nand3	2	0.088
nand2b	3	0.17
xor2	8	0.62
ha	4	0.44
or3	1	0.055
a21oi	32	1.4
mux4	57	13
a22oi	7	0.46
clkbuf	14	0.46
nor3	2	0.088
nor2b	5	0.28
and2	7	0.39
o21ai	41	1.8
xnor2	1	0.077
mux2i	39	3.4
nand2	2	0.066
-- routing by layer --
metal | vias to the layer above | global-route usage [%] | share of wire, %
met4 | 0 | 2.17 | 2.0
met5 | - | 0 | 0
met3 | 34 | 6.54 | 11
met2 | 230 | 17.9 | 46
met1 | 2521 | 16.2 | 41
li1 | 2444 | - | -
-- metrics by stage --
stage | instance area (µm²) | cells
after floorplan | 11300 | 547
after global placement | 12600 | 1102
after detailed placement | 12600 | 1102
after CTS | 13500 | 1160
after global routing | 13500 | 1160
final | 13500 | 1160
-- flip-flops by register name, indices dropped and copies added (netlist names) --
register and cells:
dout 32, full 1, fifo_mem 256, empty 1
rptr 4, wptr 4
-- critical path: cells and delay by family --
kind | cells | cell delay [ns]
simple gates | 3 | 1.37
buf+inv | 2 | 0.76
-- how the worst min path moves through the flow --
| stage | endpoint | slack (ns) | cells after the start |
|---|---|---|---|
| final | dout[23] | 0.54 | 2 |
| after CTS | dout[23] | 0.55 | 2 |
| after global routing | dout[12] | 0.56 | 2 |
-- where the power goes --
part           total [µW]  switching, µW  internal, µW  leakage, µW
combinational         416            184           232      0.00114
sequential           2980           43.5          2940      0.00266
clock                2270            953          1320     0.000469
total                5670           1180          4490      0.00427
Power figures rest on the tool's default switching activity, not on a simulated workload.
